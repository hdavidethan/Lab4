File: ./config.mk
export PLATFORM = sky130hd
export DESIGN_NAME = abstractFSM
export DESIGN_NICKNAME = abstractFSM
export VERILOG_FILES = /design/flow/design.v
export SDC_FILE = /design/flow/constraint.sdc
export NUM_CORES = 4
export LEC_CHECK = 1
export CORE_AREA = 10 10 70 70
export DIE_AREA = 0 0 80 80
File: ./constraint.sdc
current_design abstractFSM

set clk_period 2.3
set clk_io_pct 0.2

create_clock -name clk0 -period $clk_period [get_ports {clock}]

set non_clock_inputs [all_inputs -no_clocks]
set_input_delay [expr $clk_period * $clk_io_pct] -clock clk0 $non_clock_inputs
set_output_delay [expr $clk_period * $clk_io_pct] -clock clk0 [all_outputs]
File: ./design.v
`default_nettype none
module abstractFSM(
  input  logic [3:0] hMove,
  output logic [3:0] cMove,
  output logic       win,
  input  logic       clock, reset_N
);
  enum logic [2:0] { cStart, first, second, win1, win2, win3 } 
    currState, nextState;
  always_comb begin
    case (currState)
      cStart: begin
        nextState = (hMove == 4'd6) ? first : cStart;
      end
      first: begin
        nextState = (hMove == 4'd9) ? second :
          (hMove == 4'd2 || hMove == 4'd3 || hMove == 4'd4 || hMove == 4'd7 ||
           hMove == 4'd8) ? win1 : first;
      end
      second: begin
        nextState = (hMove == 4'd2) ? win3 :
          (hMove == 4'd4 || hMove == 4'd7 || hMove == 4'd8) ? win2 : second;
      end
      win1: nextState = win1;
      win2: nextState = win2;
      win3: nextState = win3;
      default: nextState = cStart;
    endcase
  end
  always_comb begin
    win = 1'b0;
    unique case (currState)
      cStart: cMove = 4'd5;
      first: cMove = 4'd1;
      second: cMove = 4'd3;
      win1: begin
        cMove = 4'd9;
        win = 1'b1;
      end
      win2: begin
        cMove = 4'd2;
        win = 1'b1;
      end
      win3: begin
        cMove = 4'd7;
        win = 1'b1;
      end
    endcase
  end
  always_ff @(posedge clock)
    if (~reset_N)
      currState <= cStart;
    else
      currState <= nextState;
endmodule: abstractFSM
module BCDtoSevenSegment(
  input logic [3:0] bcd,
  output logic [6:0] segment
);
  always_comb
      case (bcd)
          4'b0000: segment = 7'b100_0000;
          4'b0001: segment = 7'b111_1001;
          4'b0010: segment = 7'b010_0100;
          4'b0011: segment = 7'b011_0000;
          4'b0100: segment = 7'b001_1001;
          4'b0101: segment = 7'b001_0010;
          4'b0110: segment = 7'b000_0010;
          4'b0111: segment = 7'b111_1000;
          4'b1000: segment = 7'b000_0000;
          4'b1001: segment = 7'b001_1000;
          default: segment = 7'b111_1111;  
      endcase
endmodule: BCDtoSevenSegment
File: ./run.sh
#!/bin/bash
# OpenROAD 26Q1-2900-gdf79404cd8, Yosys 0.63+post, stock flow scripts
make -C /OpenROAD-flow-scripts/flow DESIGN_CONFIG=/design/flow/config.mk WORK_HOME=/design/flow/orfs finish
==> results.yml <==
# physical design summary
critical_path:
  end_kind: "primary output"
  cp.arrival_ns: 1.64
  cp_data_required_time_ns: 1.84
  worst-path-max-fanout: 4
  start_kind: "flip-flop"
  critPathKind: "flip-flop to primary output"
route:
  antenna_cells: 0
  drt_wl_total_um: 855
  vias: 356
  firstDrtPassIters: 4
  antenna_left: 0
  post_drt_via_cell_ratio: 3.60
  drt_iter0_markers: 19
  drc: 0
  routedWlPerCell_um: 8.64
floorplan:
  core_um2: 3420
  die-area_um2: 6400
  die_w_um: 80
  io_pins: 11
  initCoreUtil_pct: 10.3
  rows: 21
  die_h_um: 80
global_route:
  antenna_found_initial: 0
  grt_overflow: 0
  grt_usage_pct: 2.46
  grt_pass1_vias: 291
  grt_first_pass_wirelength_mm: 1.33
  grt_max_degree: 11
final_layout:
  fin_area_um2: 509
  largestRegisters: "currState (6)"
  layout-drive-gt1-share_pct: 5.66
  largest_register: "currState"
  final_util_pct: 14.9
  area_growth_pct: 45.4
  largest_reg_flops: 6
clocking:
  cts.sinks: 6
  cts_buffer_depth: 2
  numCtsBuffers: 3
  cts_tree: "yes"
  ctsResizeCount: 0
  cts_hold_buf: 0
  htree_levels: 1
  clk_pin_slew_worst_paths_ns: 0.05
  clk_latency_ns: 0.24
  postCtsSetupBuffers: 0
  clockRootBuffer: "clkbuf_4"
placed_design:
  hpwl_um: 715
  port_buffers: 10
  place.gp.congestion: 0.796
  dpl_cell_area_um2: 487
timing:
  skew_ns: 0.00424
  fmax_ghz: 0.477
  tightest_slew_ns: 0.371
  period_used_pct: 91.1
  rsz0062_at_grt: "false"
  finalSetupViolCount: 0
  hold_viol: 0
  setup_tns_ns: 0
  slew_violations: 0
  finalWorstPathRequiredPeriod_ns: 2.10
  relSlewSlack_pct: 74.9
pwr:
  p_per_area_nw_per_um2: 488
  leakage_nw: 0.160
  ir_worst_vdd_mv: 0.110
yosys:
  syn-mean-instance-area_um2: 7.96
  syn-cell-area_um2: 350
  yosysUniqueCellTypes: 24
  ys_cells: 44
  yosysWarnings: 1
  syn_inst: 44
  ys_area_um2: 350
  yosysSeqAreaShare_pct: 34.3
  ys.flops: 6
flow_run:
  warning_count: 25
  cap_viol_max_count: 0
status:
  status: "complete, no violations"
hold_path:
  hp-class: "flip-flop to flip-flop"
[cell usage after synthesis]
master / number / area (um^2)
o22ai_1: 1 / 6.26
a221oi_1: 1 / 8.76
nor2b_1: 2 / 12.5
nor3_1: 1 / 5.00
nand2_1: 8 / 30.0
a22oi_1: 1 / 7.51
nand4b_1: 1 / 8.76
or4_1: 2 / 15.0
nand2b_1: 2 / 12.5
buf_4: 1 / 7.51
o41ai_1: 1 / 8.76
o21a_1: 1 / 7.51
o21ai_1: 2 / 10.0
o31a_1: 2 / 17.5
or3_1: 2 / 12.5
o21ai_0: 3 / 15.0
buf_2: 1 / 5.00
o32a_1: 1 / 10.0
xnor2_1: 1 / 8.76
clkbuf_1: 1 / 3.75
dfxtp_1: 6 / 120
clkbuf_2: 1 / 5.00
nor4b_1: 1 / 8.76
inv_1: 1 / 3.75
[cells in the final DEF, fill, tap and decap left out]
cell type        Yosys  routed
o32a_1               1       1
a221oi_1             1       1
dfxtp_1              6       6
nand2b_1             2       2
o21a_1               1       1
nand2_1              8       8
clkbuf_4             0       3
a22oi_1              1       1
clkdlybuf4s50_1      0      10
o21ai_0              3       3
o41ai_1              1       1
nor2b_1              2       2
nand4b_1             1       1
or3_1                2       2
o21ai_1              2       2
nor4b_1              1       1
or4_1                2       2
o22ai_1              1       1
nor3_1               1       1
xnor2_1              1       1
inv_1                1       1
o31a_1               2       2
[cells by family (layout without fill, tap and decap cells)]
family / count (synthesis) / after routing / synth area share [%]
DFF: 6 / 6 / 34.3
and+or+nand+nor: 19 / 19 / 30.0
buffers and inverters: 5 / 14 / 7.14
xor gates and xnor gates: 1 / 1 / 2.50
AOI/OAI and AO/OA: 13 / 13 / 26.1
[per-stage QoR]
step,std cells,worst slack [ns],hold slack (ns),power (mW)
final,99,0.205,0.466,0.249
after global routing,99,0.134,0.487,0.261
after CTS,99,0.185,0.466,0.253
after detailed placement,96,0.404,0.457,0.154
after global placement,96,0.424,0.462,0.154
after floorplan,44,0.950,0.434,0.134
[per-layer routing]
metal / track usage [%] / part of all wire (%) / vias to the layer above
met5: 0 / 0 / -
met4: 1.23 / 2.5 / 0
met3: 0.341 / 9.8 / 2
met2: 2.25 / 29 / 16
met1: 4.55 / 59 / 153
li1: - / - / 185
[final cells by class]
| cell class | count | area [um^2] |
|---|---|---|
| inverters | 1 | 3.75 |
| well taps | 46 | 57.6 |
| multi-input cells | 33 | 205 |
| repair buffers | 10 | 100 |
| flip-flops and latches | 6 | 120 |
| fillers | 410 | 2910 |
| clock buffers | 3 | 22.5 |
[worst paths after layout]
check             slack [ns]  depth (start not counted)         start            to
setup / recovery        0.20                          3  currState[3]      cMove[0]
hold / removal          0.47                          2  currState[0]  currState[0]
setup reg to reg        1.16                          3  currState[3]  currState[2]
hold reg to reg         0.47                          2  currState[0]  currState[0]
[power by group]
group,switching [mW],internal (mW)
Combinational,0.0193,0.0249
Sequential,0.00201,0.107
Clock,0.0368,0.0590
[critical path, cell delays in order (launching register included)]
cell and delay, ns:
dfxtp_1 0.33, o41ai_1 0.44, or4_1 0.16, clkdlybuf4s50_1 0.46
Power and IR drop assume default switching activity.
